==> flow/design.v <==
`timescale 1 ns / 1ns
module PE(
	so, wo, dout, si, di, wi, clk, rst
);
	input clk, rst;
	input [7:0] di;
	input [7:0] wi;
	input [23:0] si;
	output [7:0] dout;
	output [7:0] wo;
	output [23:0] so;
	reg [7:0] diReg;
	reg [7:0] wiReg;
	reg [23:0] soReg;
	wire [23:0] soReg_input;
	mac#(8, 24, 24) MAC_UNIT(soReg_input, si, diReg, wiReg);
	always @(posedge clk, posedge rst) begin
		if (rst) begin
			diReg <= 0;
			wiReg <= 0;
			soReg <= 0;
		end
		else begin
			diReg <= di;
			wiReg <= wi;
			soReg <= soReg_input;
		end
	end
	assign dout = diReg;
	assign wo = wiReg;
	assign so = soReg;
endmodule
`timescale 1 ns / 1ns
module adder(a, b, o);
	parameter firstInpSize = 16;
	parameter secondInpSize = 16;
	parameter outputSize = 24;
	input signed [firstInpSize - 1:0] a;
	input signed [secondInpSize - 1:0] b;
	output signed [outputSize - 1:0] o;
	assign o = a + b;
endmodule 
`timescale 1 ns / 1ns
module mac(so, si, di, wi);
	parameter inputWeightSize = 8;
	parameter parSumSize = 24;
	parameter outputSize = 24;
	input [inputWeightSize - 1:0] di;
	input [inputWeightSize - 1:0] wi;
	input [parSumSize - 1:0] si;
	output [outputSize - 1:0] so;
	wire [(inputWeightSize * 2) - 1:0] multOut;
	multSigned#(inputWeightSize) MUL(di, wi, multOut);
	adder#((inputWeightSize * 2), parSumSize, outputSize) ADD(multOut,si,so);
endmodule
`timescale 1 ns / 1ns
module multSigned #(parameter size = 8) (x,y,po);
	input signed [size - 1:0] x;
	input signed [size - 1:0] y;
	output signed [(size * 2) - 1:0] po;
	assign po = x * y;
endmodule
`timescale 1ns/1ns
module tpu(
    o, d, w, clk, rst
);
    parameter arraySize = 4;
    output wire [23:0] o[1:arraySize];
    input  logic [7:0] d[1:arraySize]; 
    input  logic [7:0] w[1:arraySize]; 
    input   clk, rst;
    wire [7:0] dout[1:arraySize + 1][1:arraySize];
    wire [7:0] wo[1:arraySize][1:arraySize + 1];
    wire [23:0] so[1:arraySize][0:arraySize];
    genvar i, j;
    generate
        for (i = 1; i < arraySize + 1; i = i + 1)begin 
            for (j = 1; j < arraySize + 1; j = j + 1) begin: PEij
                PE macij(so[i][j], wo[i][j + 1], dout[i + 1][j], so[i][j - 1], dout[i][j], wo[i][j], clk, rst);
            end
        end
    endgenerate
    genvar k;
    generate 
        for (k = 1; k < arraySize + 1; k = k + 1) begin: signalAss
            assign wo[k][1] = w[k];
            assign dout[1][k] = d[k];
            assign o[k] = so[k][arraySize];
            assign so[k][0] = 0;
        end
    endgenerate
endmodule
==> flow/run.sh <==
#!/bin/bash
# OpenROAD 26Q1-2900-gdf79404cd8, Yosys 0.63+post, stock flow scripts
make -C /OpenROAD-flow-scripts/flow DESIGN_CONFIG=/design/flow/config.mk WORK_HOME=/design/flow/orfs finish
==> flow/config.mk <==
export PLATFORM = sky130hd
export DESIGN_NAME = tpu
export DESIGN_NICKNAME = tpu
export VERILOG_FILES = /design/flow/design.v
export SDC_FILE = /design/flow/constraint.sdc
export NUM_CORES = 4
export LEC_CHECK = 1
export CORE_UTILIZATION = 50
export SYNTH_HDL_FRONTEND = slang
==> flow/constraint.sdc <==
current_design tpu

set clk_period 8.1
set clk_io_pct 0.2

create_clock -name clk0 -period $clk_period [get_ports {clk}]

set non_clock_inputs [all_inputs -no_clocks]
set_input_delay [expr $clk_period * $clk_io_pct] -clock clk0 $non_clock_inputs
set_output_delay [expr $clk_period * $clk_io_pct] -clock clk0 [all_outputs]
==> run summary <==
Physical design

STA classifies the critical path endpoint as a flop. Detailed placement finished with a half-perimeter wire length of 91.4 mm. The ratio of cells with drive above 1 in the final layout stands at 0.0258. Post-CTS repair ended up resizing 0 cells. The arrival time at the worst endpoint stands at 6.08 ns. The count of flip-flops with a built-in enable after synthesis stands at 0. TritonCTS built the clock tree.

The total die area stands at 126000 µm². STA reports the tightest min-delay check as being of type reg -> reg. In this run, CTS created clock tree buffers numbering 70. The flow ran to the end, and the final reports show no timing, DRC or antenna violations. The count of nets left with antenna violations once routing finished came out at 0. Per the STA report, the cell with the highest stage delay on the worst path is and2_1.

The minimum clock period after layout stands at 5.52 ns. The highest net fanout along the worst path stands at 10. The number of warning messages in the yosys log stands at 0. Per the synthesis report, the AND-OR/OR-AND share of the synthesized area is 0.0450. The count of pins over their slew limit stands at 0.

The final routed wirelength across all metal layers stands at 110 mm. The via count of the first global-routing pass stands at 39700. Synthesis produced a netlist whose cell count is 5777.

The post-detailed-route wirelength per cell stands at 14.3 µm. Post-synth the commonest register cell is dfrtp_1. On the worst path, the slowest cell contributes a delay of 0.60 ns. After global routing the overflow that remains totals 0. Final hold analysis gives a worst-case slack of 0.522 ns. The chip area from the yosys synthesis statistics stands at 62400 µm². The floorplan core area stands at 124000 µm². Yosys mapped the design onto 62 distinct sky130hd cell types. Relative to the synthesized area, the layout overhead comes to 9.57%.

The max-slew headroom at the worst pin stands at 0.498. The maximum root-to-sink buffer count stands at 3. The cell that appears most often on the critical path is fa_1.

Setup repair after global routing left no endpoint under its margin. The number of clock sinks stands at 536. The area taken by sequential standard cells is reported as 13400 µm².

The area fraction in and, or, nand and nor cells after synthesis stands at 0.115. The area share of the largest cell type after synthesis stands at 0.379. Endpoints with negative setup slack in the final report add up to 0. The final routed DRC violation total stands at 0. The final timing report lists a hold violation count of 0. The final layout reports a setup TNS of 0 ns. The pin count of the biggest net entering global routing stands at 117. The floorplan has 129 rows. STA classifies the critical path startpoint as a flop.

The main area contributors are fa_1 38%, dfrtp_1 21%, ha_1 12%. The global placement routability congestion stands at 0.867. In the synthesized netlist, the dominant kind of combinational cell is adder cells. In this run, post-CTS hold repair placed 0 buffers. The clock tree skew after final layout stands at 0.0410 ns. Summing over the stages, the warning tally comes to 52.

At the pin with the least slew margin, the transition time is 0.753 ns. The count of max-cap constraint violations stands at 0. In this run, synthesis produced a sequential element count of 536. The timing report attributes the biggest portion of critical-path delay to adder cells. The total vias in the final route stands at 36900. The initial antenna violation count stands at 1. Traced cell by cell, the critical path runs through and2_1 -> inv_1 -> fa_1 -> inv_1 -> fa_1 -> fa_1 -> fa_1 -> fa_1 -> ha_1 -> a21oi_1 -> o22ai_1 -> a2111oi_0 -> o21bai_1 -> a21oi_1 -> xnor2_1. The post-synthesis instance area stands at 62400 µm². Across every metal layer, demand over resource in global routing totals 0.205. In the log, the iteration count for the first detailed-route pass is 26. Of all flip-flops after synthesis, the portion carrying an async set or reset was 1.00. Per the post-run analysis, buffers plus inverters along the critical path come to 2.

The register area share after synthesis stands at 0.215. The adder-cell area share of the yosys netlist stands at 0.502. The number of H-tree levels stands at 3. The post-route clock period utilization stands at 0.682.

The core utilization at floorplan stands at 0.504. Per the synthesis report, the dominant area consumer among library cells is fa_1.

The first-pass GRT wire length stands at 197 mm. The insertion delay to the later sink of the worst-skew pair stands at 0.67 ns.

The clock-pin transition on the worst setup and hold timing paths stands at 0.06 ns. The mux contribution to synthesized area stands at 0.00283. Per the timing report, the achievable frequency comes out to 181 MHz.

For this design, Yosys synthesis ends with a cell count of 5777. The number of DRC violations after detailed-routing iteration 0 stands at 1301. The number of antenna cells inserted stands at 0.

In this run the tool buffered the top-level ports with 161 buffer cells. The combinational gate area stands at 43600 µm². The share of the synthesized netlist area taken by xor and xnor gates stands at 0.0340. Per the repair_timing log after CTS, setup buffers inserted total 0. The horizontal die dimension stands at 355 µm.

The number of fillers in the final layout stands at 10500. The mean area per synthesized cell stands at 10.8 µm². The cell sitting at the root of the clock tree is a clkbuf_16. The detail-routed via count per cell stands at 4.81.

The worst setup path is of the reg -> reg kind. The critical path endpoint has a required time of 8.66 ns. In the layout the commonest cells are 1391 x inv_1, 1180 x fa_1, 616 x ha_1. 162 I/O pins were placed.

Counting only logic cells after layout, the most numerous master is inv_1. The y dimension of the die stands at 355 µm.
[sequential cells by signal, indices dropped and copies added, names as in the netlist]
| name | flops |
|---|---|
| genblk1.PEij.macij.dout | 128 |
| genblk1.PEij.macij.so | 280 |
| genblk1.PEij.macij.wo | 128 |
[per-stage QoR]
step                utilization  area (µm²)  instances  worst slack (ns)
floorplan                     -       62400       5777            -0.808
global placement          0.533       66000       7551              2.53
detailed placement        0.533       66000       7551              2.49
CTS                       0.552       68400       7678              2.48
global route              0.552       68400       7678              2.11
finish                    0.552       68400       7678              2.58
[routing by layer]
layer | share of wire | global-route usage
met4 | 0.018 | 0.0294
met1 | 0.48 | 0.346
met3 | 0.060 | 0.0563
met5 | 0 | 0
met2 | 0.44 | 0.296
[path summary, 6_finish.rpt]
| path | startpoint | endpoint | slack, ns | cells past startpoint |
|---|---|---|---|---|
| setup / recovery | genblk1[1].PEij[3].macij.wo[0] | genblk1[1].PEij[3].macij.so[17] | 2.58 | 15 |
| hold / removal | genblk1[3].PEij[2].macij.so[0] | genblk1[3].PEij[3].macij.so[0] | 0.52 | 1 |
| setup reg to reg | genblk1[1].PEij[3].macij.wo[0] | genblk1[1].PEij[3].macij.so[17] | 2.58 | 15 |
| hold reg to reg | genblk1[3].PEij[2].macij.so[0] | genblk1[3].PEij[3].macij.so[0] | 0.52 | 1 |
| max in group asynchronous | rst | genblk1[1].PEij[1].macij.so[12] | 5.11 | 4 |
| min in group asynchronous | rst | genblk1[4].PEij[1].macij.wo[4] | 1.40 | 2 |
[cell usage after synthesis (17+ instances only)]
master and n:
fa_1 1180, buf_4 20, a211oi_1 20, o21a_1 41
o211ai_1 17, nand2_1 381, nor3_1 32, ha_1 616
nor2_1 138, inv_1 1392, dfrtp_1 536, and2_1 566
nor2b_1 102, nand2b_1 45, a21oi_1 91, o21ai_0 85
xnor2_1 202, a21o_1 34, xor2_1 40
[area by class of cell]
type | count | share of cell area
Tap cell | 1637 | 0.0300
Sequential cell | 536 | 0.196
Clock inverter | 37 | 0.00618
Multi-Input combinational cell | 3819 | 0.637
Inverter | 1392 | 0.0765
Timing Repair Buffer | 167 | 0.0250
Clock buffer | 90 | 0.0289
[cells by family (layout without fill, tap and decap cells)]
kind of cell,after synthesis,in the layout
flip-flops,536,536
adder cells (fa/ha/maj),1796,1796
AND-OR/OR-AND,413,413
multiplexers,16,16
AND/OR/NAND/NOR,1352,1352
buffers and inverters,1422,1686
XOR/XNOR,242,242
